==> design.v <==
module decodificador_7seg (
    input  wire [3:0] bcd_in,     
    output reg  [6:0] seg_out     
);
    always @(*) begin
        case (bcd_in)
            4'd0: seg_out = 7'b1000000;  
            4'd1: seg_out = 7'b1111001;  
            4'd2: seg_out = 7'b0100100;  
            4'd3: seg_out = 7'b0110000;  
            4'd4: seg_out = 7'b0011001;  
            4'd5: seg_out = 7'b0010010;  
            4'd6: seg_out = 7'b0000010;  
            4'd7: seg_out = 7'b1111000;  
            4'd8: seg_out = 7'b0000000;  
            4'd9: seg_out = 7'b0010000;  
            default: seg_out = 7'b1111111;  
        endcase
    end
endmodule
module divisor_clock (
    input  wire clk_in,
    input  wire rst,
    output reg  clk_out
);
    parameter DIVISOR = 27000000; 
    reg [24:0] counter;
    always @(posedge clk_in) begin
        if (rst) begin
            counter <= 25'd0;
            clk_out <= 1'b0;
        end
        else begin
            if (counter == DIVISOR - 1) begin
                counter <= 25'd0;
                clk_out <= 1'b1;  
            end
            else begin
                counter <= counter + 25'd1;
                clk_out <= 1'b0;
            end
        end
    end
endmodule
module fsm_controle (
    input  wire clk,             
    input  wire reset,           
    input  wire tick_1hz,        
    input  wire sensor_sync,     
    output reg  motor_on,        
    output reg  [4:0] timer_val  
);
    localparam IDLE     = 2'd0;  
    localparam RUN      = 2'd1;  
    localparam COOLDOWN = 2'd2;  
    reg [1:0] estado_atual, proximo_estado;
    always @(posedge clk) begin
        if (reset) begin
            estado_atual <= IDLE;
            timer_val    <= 5'd0;   
        end
        else begin
            estado_atual <= proximo_estado;
            if (estado_atual == IDLE) begin
                timer_val <= 5'd0;  
            end
            else if (estado_atual == RUN) begin
                timer_val <= 5'd20;  
            end
            else if (estado_atual == COOLDOWN) begin
                if (tick_1hz && timer_val > 0) begin
                    timer_val <= timer_val - 5'd1;
                end
            end
        end
    end
    always @(*) begin
        proximo_estado = estado_atual;
        motor_on = 1'b0;
        case (estado_atual)
            IDLE: begin
                motor_on = 1'b0;
                if (sensor_sync) proximo_estado = RUN;
            end
            RUN: begin
                motor_on = 1'b1;
                if (!sensor_sync) proximo_estado = COOLDOWN;
            end
            COOLDOWN: begin
                motor_on = 1'b1;  
                if (sensor_sync) 
                    proximo_estado = RUN;  
                else if (timer_val == 0) 
                    proximo_estado = IDLE;  
            end
            default: proximo_estado = IDLE;
        endcase
    end
endmodule
module maquina_de_estados (
    input  wire CLOCK_27,       
    input  wire KEY_RESET,      
    input  wire SENSOR_IN,      
    output wire MOTOR_OUT,      
    output wire LED_SENSOR,     
    output wire LED_RESET,      
    output wire LED_MOTOR,      
    output wire [6:0] HEX0,     
    output wire [6:0] HEX1,     
    output wire [6:0] HEX2,
    output wire [6:0] HEX3
);
    wire clk_1hz_wire;          
    wire sensor_synced_wire;    
    wire [4:0] timer_value;     
    wire reset_interno;         
    assign reset_interno = ~KEY_RESET;  
    assign LED_SENSOR = SENSOR_IN; 
    assign LED_RESET = reset_interno;
    assign LED_MOTOR = MOTOR_OUT;
	assign HEX2 = 7'b1111111;
    assign HEX3 = 7'b1111111;
    divisor_clock inst_divisor (
        .clk_in(CLOCK_27),
        .rst(reset_interno),
        .clk_out(clk_1hz_wire)
    );
    sincronizador inst_sync (
        .clk(CLOCK_27),
        .signal_in(SENSOR_IN),
        .signal_out(sensor_synced_wire)
    );
    fsm_controle inst_fsm (
        .clk(CLOCK_27),
        .reset(reset_interno),
        .tick_1hz(clk_1hz_wire),
        .sensor_sync(sensor_synced_wire),
        .motor_on(MOTOR_OUT),       
        .timer_val(timer_value)     
    );
    reg [3:0] digito_unidade;
    reg [3:0] digito_dezena;
    always @(*) begin
        if (timer_value >= 5'd20) begin
            digito_dezena  = 4'd2;
            digito_unidade = timer_value - 5'd20;
        end 
        else if (timer_value >= 5'd10) begin
            digito_dezena  = 4'd1;
            digito_unidade = timer_value - 5'd10;
        end 
        else begin
            digito_dezena  = 4'd0;
            digito_unidade = timer_value[3:0];
        end
    end
    decodificador_7seg inst_hex0 (
        .bcd_in(digito_unidade),
        .seg_out(HEX0)
    );
    decodificador_7seg inst_hex1 (
        .bcd_in(digito_dezena),
        .seg_out(HEX1)
    );
endmodule
module sincronizador (
    input  wire clk,
    input  wire signal_in,
    output reg  signal_out
);
    reg estagio1;
    always @(posedge clk) begin
        estagio1   <= signal_in;
        signal_out <= estagio1;
    end
endmodule
==> run.sh <==
#!/bin/bash
# OpenROAD 26Q1-2900-gdf79404cd8, Yosys 0.63+post, stock flow scripts
make -C /OpenROAD-flow-scripts/flow DESIGN_CONFIG=/design/flow/config.mk WORK_HOME=/design/flow/orfs finish
==> config.mk <==
export PLATFORM = sky130hd
export DESIGN_NAME = maquina_de_estados
export DESIGN_NICKNAME = maquina_de_estados
export VERILOG_FILES = /design/flow/design.v
export SDC_FILE = /design/flow/constraint.sdc
export NUM_CORES = 4
export LEC_CHECK = 1
export CORE_UTILIZATION = 40
==> constraint.sdc <==
current_design maquina_de_estados

set clk_period 2.9
set clk_io_pct 0.2

create_clock -name clk0 -period $clk_period [get_ports {CLOCK_27}]

set non_clock_inputs [all_inputs -no_clocks]
set_input_delay [expr $clk_period * $clk_io_pct] -clock clk0 $non_clock_inputs
set_output_delay [expr $clk_period * $clk_io_pct] -clock clk0 [all_outputs]
==> out/qor.rpt <==
==============================================================================
Worst path max stage delay                                             0.36 ns
Die Span Y                                                             73.2 um
Number of ports placed on the die boundary                                  35
Peak supply drop                                                        655 uV
# fillers                                                                  423
Synthesized flop and latch total                                            36
Cell with the biggest individual delay on the critical path            dfxtp_2
Core Density at Floorplan                                                0.424
Number of buffers created by CTS                                             5
Area of the mapped netlist                                          2030 sq um
Synth Instances                                                            235
Final setup violation count                                                  0
TritonCTS clock tree                                                      done
Core outline area                                                   4790 sq um
Mean number of vias per cell                                              4.49
Power per standard cell area                                       396 nW/um^2
Critical setup path kind                                               reg2out
Total Routed Length                                                    3570 um
Min cycle time layout                                                  2.76 ns
Maximum number of pins on one net before global-route repair                24
Number of max-slew violations in the final report                            0
Clock Skews                                                         0.00845 ns
Vias in the first global route                                           1,352
# H-tree levels                                                              2
Skew-Pair Late Insertion Delay                                         0.29 ns
Number of standard cells in the final layout excluding fillers             343
Worst Path Buf+Inv                                                           3
Tally of yosys warning messages                                              5
Clock root buffer                                                     clkbuf_8
CTS Sinks                                                                   36
Detail Placement HPWL                                                  2460 um
Worst-path clk slew                                                    0.07 ns
GRT Resource Usage Total                                                 0.145
Critical path data arrival time                                        2.18 ns
Biggest fanout along the worst timing path                                   6
Max-capacitance violation count                                              0
Min-Delay Path Class                                                   reg2reg
Area of the chip                                                    5360 sq um
Area reported by Yosys stat                                         2030 sq um
Worst Setup End Kind                                              primary output
Synth Area per Inst                                                 8.63 sq um
Count of antenna diodes in the layout                                        0
Share of the yosys chip area belonging to registers                      0.355
Number of DRC violations after detailed routing                              0
Gate family responsible for the most delay along the worst path   AND-OR/OR-AND gates
Pleak                                                               0.00110 uW
Drt wl/cell                                                            10.4 um
Synth-to-layout area growth                                              27.5%
Tot Pwr                                                                1020 uW
Violation tally from detailed-route iteration zero                          50
Width of the die                                                       73.2 um
Count of TritonRoute iterations in the first routing pass                    4
Total congestion overflow                                                    0
Cell variety after synth                                                    40
Run status                                                        finished, final reports clean
Required time of the critical path                                     2.32 ns
Achievable Freq                                                        363 MHz
Number of instances in the placed design                                   323
R2r setup slk                                                          1.17 ns
Std-Cell Rows                                                               25
Overall via count from detail_route                                      1,539
Fraction of layout instances using a drive strength above 1              0.236
Number of standard cells reported by yosys                                 235
Final Hold Violating Endpoints                                               0
Type of origin of the critical path                                  flip-flop
Max Root-Sink Buffers                                                        2
First-pass GRT wire length                                             6130 um
Tool warning count                                                          31
CP Cell Sequence                                                  inv_4 > ha_4 > a211oi_4 > nand2_1 > o21a_2 > xnor2_4 > buf_4 > a211oi_2 > a21oi_1 > dlygate4sd2_1
Antenna violations before repair                                             0
Number of I/O port buffers                                                  19
DRT antenna net count                                                        0
Placer congestion estimate                                               0.816
Final period util                                                        0.951
==============================================================================
area by class of cell:
| type | count | area, sq um | area share |
|---|---|---|---|
| tap | 67 | 83.8 | 0.0324 |
| sequential | 36 | 728 | 0.282 |
| clock buffer | 6 | 72.6 | 0.0281 |
| multi-input combinational | 176 | 1240 | 0.479 |
| clock inverter | 2 | 35.0 | 0.0136 |
| timing repair buffer | 43 | 374 | 0.145 |
| inverter | 13 | 53.8 | 0.0208 |
cell usage after synthesis:
cell type / n / share of area
and3_1: 4 / 0.012
nand4_4: 1 / 0.010
a21oi_1: 3 / 0.0074
nand3_1: 13 / 0.032
nand3b_1: 2 / 0.0074
o21a_2: 1 / 0.0043
a22o_1: 1 / 0.0043
o311ai_1: 1 / 0.0043
buf_4: 20 / 0.074
nor2b_1: 2 / 0.0062
a211oi_1: 1 / 0.0037
and2_1: 2 / 0.0062
a211oi_2: 1 / 0.0062
or2_2: 1 / 0.0031
xnor2_4: 1 / 0.014
and2b_4: 1 / 0.0049
ha_1: 10 / 0.062
a211o_2: 1 / 0.0049
nand2_1: 18 / 0.033
nor3_1: 9 / 0.022
o211a_1: 1 / 0.0049
clkbuf_2: 1 / 0.0025
dfxtp_1: 36 / 0.36
o21ai_0: 1 / 0.0025
nor4b_1: 1 / 0.0043
nor4_1: 1 / 0.0031
xnor2_1: 10 / 0.043
nor2_1: 40 / 0.074
conb_1: 2 / 0.0037
buf_6: 2 / 0.011
nand4_1: 5 / 0.015
o311ai_2: 1 / 0.0080
and4_1: 2 / 0.0086
a2111oi_2: 1 / 0.0074
inv_1: 13 / 0.024
xor2_1: 17 / 0.073
o21ai_2: 2 / 0.0086
nand2b_1: 4 / 0.012
a211o_1: 1 / 0.0043
o31ai_4: 1 / 0.010
metrics by stage:
step / hold WS, ns / setup slack, ns / utilization / setup TNS, ns / instance area, sq um
final: 0.331 / 0.143 / 0.540 / 0 / 2580
after global routing: 0.347 / -0.00569 / 0.540 / -0.00569 / 2580
after CTS: 0.337 / -0.0920 / 0.524 / -0.0978 / 2510
after detailed placement: 0.320 / 0.0482 / 0.473 / 0 / 2260
after global placement: 0.313 / 0.0769 / 0.473 / 0 / 2260
after floorplan: 0.310 / 0.218 / - / 0 / 2080
power by group:
part,total [uW],internal (uW),switching [uW],leakage [uW]
clock,431,255,176,0.0000552
sequential,510,502,8.12,0.000294
combinational,82.0,46.7,35.3,0.000754
total,1020,804,219,0.00110
what timing repair did:
item                                    4_1_cts  5_1_grt
hold buffers                                  0        0
buffers inserted                              7        5
pin swaps                                    10        9
hold endpoints to repair                      0        0
endpoints found under the setup margin        7        6
resized                                      33       14
registers in the layout, indices dropped and copies added, names as in the netlist:
register / count
inst_divisor.counter: 25
inst_fsm.timer_val: 5
inst_fsm.estado_atual: 3
inst_divisor.clk_out: 1
inst_sync.estagio1: 1
inst_sync.signal_out: 1
kinds of logic (layout without fill, tap and decap cells):
group                    count (synthesis)  in the layout  synth area share
adder cells (fa/ha/maj)                 10             10            0.0617
buffers and inverters                   36             64             0.112
AND/OR/NAND/NOR                        106            106             0.256
XOR/XNOR                                28             28             0.130
flip-flops                              36             36             0.355
AND-OR/OR-AND                           17             17            0.0814
other                                    2             15           0.00370
path summary, 6_finish.rpt:
check                                           from                                  to  depth (start not counted)
setup / recovery  inst_fsm.timer_val[1]$_SDFFE_PP0P_                             HEX0[4]                         10
hold / removal            inst_sync.estagio1$_DFF_P_        inst_sync.signal_out$_DFF_P_                          0
setup reg to reg  inst_fsm.timer_val[2]$_SDFFE_PP0P_  inst_fsm.timer_val[4]$_SDFFE_PP0P_                          9
hold reg to reg           inst_sync.estagio1$_DFF_P_        inst_sync.signal_out$_DFF_P_                          0
cell usage in the layout (no fill, tap or decap), types with 2 or more instances in the layout:
cell type	synthesis	final
clkbuf_8	0	5
dfxtp_2	0	3
buf_6	2	3
buf_4	20	21
conb_1	2	15
inv_2	0	4
xnor2_1	10	10
clkdlybuf4s50_1	0	12
inv_4	0	2
nand3_1	13	13
xor2_1	17	17
nand3b_1	2	2
dfxtp_1	36	32
nand2b_1	4	4
dlygate4sd2_1	0	2
ha_1	10	4
and3_1	4	4
and4_1	2	2
nand2_1	18	18
a21oi_1	3	3
nor3_1	9	8
dlymetal6s2s_1	0	2
nor2_1	40	39
clkbuf_2	1	2
ha_4	0	5
nand4_1	5	5
inv_1	13	7
and2_1	2	2
per-layer routing:
metal / GRT usage / vias to the layer above / part of all wire
met5: 0 / - / 0
met4: 0.0261 / 0 / 0.017
met3: 0.0168 / 5 / 0.036
met2: 0.239 / 23 / 0.46
met1: 0.213 / 685 / 0.49
li1: - / 826 / -
worst reg2reg max path, delay by kind of cell, from the launching register on:
family / cells / cell delay [ns]
xor+xnor: 1 / 0.14
fa+ha+maj: 1 / 0.21
buf+inv: 2 / 0.18
simple gates: 5 / 0.69
flops: 1 / 0.39
Power figures rest on the tool's default switching activity, not on a simulated workload.
